$ cat flow/run.sh
#!/bin/bash
# OpenROAD 26Q1-2900-gdf79404cd8, Yosys 0.63+post, stock flow scripts
make -C /OpenROAD-flow-scripts/flow DESIGN_CONFIG=/design/flow/config.mk WORK_HOME=/design/flow/orfs finish
$ cat flow/config.mk
export PLATFORM = sky130hd
export DESIGN_NAME = tenHzFlash
export DESIGN_NICKNAME = tenHzFlash
export VERILOG_FILES = /design/flow/design.v
export SDC_FILE = /design/flow/constraint.sdc
export NUM_CORES = 4
export LEC_CHECK = 1
export CORE_AREA = 10 10 99 99
export DIE_AREA = 0 0 109 109
$ cat flow/constraint.sdc
current_design tenHzFlash

set clk_period 1.9
set clk_io_pct 0.2

create_clock -name clk0 -period $clk_period [get_ports {CLK}]

set non_clock_inputs [all_inputs -no_clocks]
set_input_delay [expr $clk_period * $clk_io_pct] -clock clk0 $non_clock_inputs
set_output_delay [expr $clk_period * $clk_io_pct] -clock clk0 [all_outputs]
$ cat flow/design.v
`timescale 1ns / 1ps
module clkDiv10K(
    input clk_in,
    output div_clk
    );
	reg clk_out;
	reg [13:0] div_count;
	always @ (posedge clk_in)
		if (div_count < 5000) 
			begin
				div_count <= div_count + 1;
				clk_out <= 0;
			end
		else if (div_count < 10000) 
			begin
				div_count <= div_count + 1;
				clk_out <= 1;
			end
		else begin
			div_count <= 0;
		end
	assign div_clk = clk_out;	
endmodule
`timescale 1ns / 1ps
module clkDiv1K(
	input clk_in,
	output div_clk
);
	reg clk_out;
	reg [13:0] div_count;
	always @ (posedge clk_in)
	if (div_count < 14'd500)
		begin
			div_count <= div_count + 14'b1;
			clk_out <= 1'b0;
		end
	else if (div_count < 14'd1000)
		begin
			div_count <= div_count + 14'b1;
			clk_out <= 1'b1;
		end
	else begin
		div_count <= 1'b0;
	end
	assign div_clk = clk_out;
endmodule
`timescale 1ns / 1ps
module tenHzFlash(
    input CLK,
    output clk10Hz
    );
	wire tenKHz;
	clkDiv10K U1(CLK, tenKHz);
	clkDiv1K U2(tenKHz, clk10Hz);
endmodule
==> flow_metrics.env <==
# yosys + openroad results
export IMPL_syn_area_per_cell_um2=9.16
export IMPL_hp_start="U1.div_count[13]"
export IMPL_power_density_nw_per_um2=387
export IMPL_dr_wl_met3_um=89
export IMPL_grt_use_total=0.0352
export IMPL_syn_area_um2=1270
export IMPL_cp_slowest_stage_delay_ns=0.50
export IMPL_top_layer="met4"
export IMPL_cts_buffer_depth=2
export IMPL_grt_overflow=0
export IMPL_yosys_cells=139
export IMPL_p_switching_uw=99.4
export IMPL_grt_max_degree=17
export IMPL_r2r_slack_ns=0.33
export IMPL_warnings=25
export IMPL_wl_met1_mm=1.03
export IMPL_yosysWarnings=2
export IMPL_placed_cell_area_um2=1410
export IMPL_path_clk_slew_ns=0.06
export IMPL_antenna_found_initial=0
export IMPL_holdPathEnd="U1.div_count[12]"
export IMPL_critPathTopFamily="simple AND/OR/NAND/NOR gates"
export IMPL_synth_top_area_share=0.472
export IMPL_yosysChipArea_um2=1270
export IMPL_ctsHoldBuffers=0
export IMPL_routed_wl_mm=1.97
export IMPL_final_layout_size_suffix_gt1_frac=0.0822
export IMPL_crit_buf_inv=0
export IMPL_fp_dieW_um=109
export IMPL_unclocked_pins=15
export IMPL_clk_latency_ns=0.24
export IMPL_final_hold_viol_count=0
export IMPL_setup_viol=0
export IMPL_ioPinCount=2
export IMPL_first_global_vias=851
export IMPL_h_tree_depth=1
export IMPL_antenna_left=0
export IMPL_drt_iter0_drc=31
export IMPL_slew_viol_final=0
export IMPL_switching_share=0.177
export IMPL_io_buffer_count=1
export IMPL_status="finished, final reports clean"
export IMPL_num_rows=32
export IMPL_wl_per_cell_um=7.93
export IMPL_maxCapViolCount=0
export IMPL_chip_area_um2=11900
export IMPL_fill_cells=839
export IMPL_cts_tree="built"
export IMPL_clock_skew_ns=0.00105
export IMPL_core_area_um2=7730
export IMPL_dp_hpwl_mm=1.45
export IMPL_fmax_mhz=635
export IMPL_worstPathRequired_ns=2.07
export IMPL_netlist_instances=139
export IMPL_synthToLayoutAreaGrowth_pct=14.0
export IMPL_cts_made_buffers=3
export IMPL_pre_cts_ws_ns=0.344
export IMPL_irDropWorstVdd_uv=470
export IMPL_n_antenna_cell=0
export IMPL_postSynthSeqShare=0.472
export IMPL_rsz0062_at_grt="false"
export IMPL_hp_class="reg -> reg"
export IMPL_die_y_um=109
export IMPL_comb_power_share=0.001
export IMPL_reg2reg_from="U1.div_count[0]"
export IMPL_startpoint_type="register"
export IMPL_sequentialPowerShare=0.560
export IMPL_min_period_ns=1.57
export IMPL_finalCritPeriodShare=0.829
export IMPL_vias=967
export IMPL_critPathKind="reg -> reg"
export IMPL_critPathMaxFanout=6
export IMPL_grt_pass1_wl_mm=3.68
export IMPL_internal_power_uw=463
export IMPL_hold_path_depth=1
export IMPL_avgViaCountPerCell=3.90
export IMPL_arrival_ns=1.75
export IMPL_drcViolationCount=0
export IMPL_cts_resized=0
export IMPL_drtPass1Iterations=4
export IMPL_r2r_end="U1.div_count[10]"
export IMPL_worst_setup_path_end_kind="register"
export IMPL_untimed_endpoints=12
export IMPL_setup_slack_ns=0.325
export IMPL_numSynthFlops=30
export IMPL_p_leak_nw=0.510
export IMPL_cts_root_buf="clkbuf_8"
export IMPL_met2_length_um=831
export IMPL_gp_congestion=0.816
export IMPL_post_cts_buffers=0
export IMPL_clockPowerShare=0.439
export IMPL_rr_worst_depth=4
export IMPL_path_cells="ha_1 -> nand3_1 -> or4_1 -> a21oi_1"
export IMPL_synth_distinct_cells=29
export IMPL_fp_utilization=0.165
export IMPL_top_cells_by_area="dfxtp_1, a21oi_1, o21ai_0"
export IMPL_final_util=0.188
export IMPL_setup_tns_ns=0
export IMPL_fin_area_um2=1450
export IMPL_top_area_cell="dfxtp_1"
export IMPL_critPathSlowestCell="or4_1"
## worst max-delay path by stage
stage	startpoint	endpoint	slack [ns]	cells after the start
after CTS	U1.div_count[0]	U1.div_count[10]	0.33	4
after global routing	U1.div_count[0]	U1.div_count[12]	0.20	4
final	U1.div_count[0]	U1.div_count[10]	0.33	4
## sequential cells by signal, summed over array words and instances, names as in the netlist
signal / flops
U1.clk_out: 1
U1.div_count: 14
U2.clk_out: 1
U2.div_count: 14
## area by class of cell
| cell class | instances | area [µm²] | share of cell area |
|---|---|---|---|
| tap | 102 | 128 | 0.0879 |
| timing repair buffer | 2 | 17.5 | 0.0121 |
| clock buffer | 4 | 45.0 | 0.0310 |
| sequential | 30 | 601 | 0.413 |
| inverter | 7 | 26.3 | 0.0181 |
| multi-input combinational | 103 | 636 | 0.438 |
## per-stage QoR
stage	cells	total power [mW]	hold slack, ns
final	248	0.563	0.442
after global placement	244	0.323	0.444
after detailed placement	244	0.323	0.432
after CTS	248	0.572	0.442
after floorplan	142	0.323	0.404
after global routing	248	0.589	0.475
## synthesized netlist by cell type
library cell / instances
a32oi_1: 1
nand2_1: 5
a22oi_1: 1
buf_6: 2
a21bo_2: 1
o31ai_1: 5
dfxtp_1: 30
or3_2: 1
or4_1: 6
o22ai_1: 1
nand3_1: 10
nand4_1: 5
or4_4: 1
a21oi_1: 13
nand4_2: 2
o21ai_0: 12
conb_1: 1
and4b_1: 1
or3_1: 8
nor2b_1: 1
xnor2_1: 2
ha_1: 2
or2_2: 1
nor2_1: 13
o21bai_4: 1
inv_1: 7
o31ai_2: 1
xor2_1: 4
nor4_1: 1
## layout by cell type, fill, tap and decap left out, drive strengths merged
cell type / n
dfxtp: 30
nor2: 13
a21oi: 13
o21ai: 12
nand3: 10
or3: 9
inv: 7
or4: 7
nand4: 7
o31ai: 6
nand2: 5
conb: 4
xor2: 4
clkbuf: 4
xnor2: 2
ha: 2
o21bai: 1
nor4: 1
nor2b: 1
o22ai: 1
a21bo: 1
and4b: 1
a32oi: 1
or2: 1
a22oi: 1
clkdlybuf4s50: 1
buf: 1
## power groups by stage
stage | clock (mW) | sequential (mW) | combinational, mW
5_1_grt | 0.273 | 0.315 | 0.00124
4_1_cts | 0.256 | 0.315 | 0.000760
6_report | 0.247 | 0.315 | 0.000702
## routing by layer
layer / track usage / up-vias
met1: 0.0520 / 431
met5: 0 / -
met2: 0.0527 / 14
met4: 0.00377 / 0
met3: 0.00836 / 2
li1: - / 520
## logic make-up after synthesis
family | count (synthesis) | synth area share
compound gates | 36 | 0.178
buf+inv | 9 | 0.0383
flops | 30 | 0.472
xor+xnor | 6 | 0.0413
other cells | 1 | 0.00294
simple gates | 55 | 0.249
fa+ha+maj | 2 | 0.0196
Power and IR drop assume default switching activity.
